### /design/flow/config.mk
export PLATFORM = sky130hd
export DESIGN_NAME = rv32i_core
export DESIGN_NICKNAME = rv32i_core
export VERILOG_FILES = /design/flow/design.v
export SDC_FILE = /design/flow/constraint.sdc
export NUM_CORES = 4
export LEC_CHECK = 1
export CORE_UTILIZATION = 30
### /design/flow/constraint.sdc
current_design rv32i_core

set clk_period 15.4
set clk_io_pct 0.2

create_clock -name clk0 -period $clk_period [get_ports {clk}]

set non_clock_inputs [all_inputs -no_clocks]
set_input_delay [expr $clk_period * $clk_io_pct] -clock clk0 $non_clock_inputs
set_output_delay [expr $clk_period * $clk_io_pct] -clock clk0 [all_outputs]
### /design/flow/design.v
module rv32i_core (
  input         clk,
  input         rst_n,
  output [31:0] imem_addr,
  input  [31:0] imem_rdata,
  output reg        dmem_valid,
  output reg        dmem_we,
  output reg [31:0] dmem_addr,
  output reg [31:0] dmem_wdata,
  output reg [3:0]  dmem_wstrb,
  input      [31:0] dmem_rdata,
  output reg        halted
);
  localparam [2:0] ST_RESET  = 3'd0;
  localparam [2:0] ST_FETCH  = 3'd1;
  localparam [2:0] ST_DECODE = 3'd2;
  localparam [2:0] ST_EXEC   = 3'd3;
  localparam [2:0] ST_MEM    = 3'd4;
  localparam [2:0] ST_WB     = 3'd5;
  reg [2:0] state;
  reg [31:0] pc;
  reg [31:0] instr;
  reg [31:0] pc_plus4;
  reg [31:0] regs[0:31];
  reg [6:0]  opcode;
  reg [2:0]  funct3;
  reg [6:0]  funct7;
  reg [4:0]  rd, rs1, rs2;
  reg [31:0] rs1_val, rs2_val;
  reg [31:0] imm_i, imm_s, imm_b, imm_u, imm_j;
  reg [31:0] alu_res;
  reg [31:0] wb_data;
  reg        wb_en;
  reg [4:0]  wb_rd;
  reg [4:0]  shamt;
  reg        branch_take;
  reg [31:0] eff_addr_load;
  reg [1:0]  eff_addr_load_lsb;
  reg [31:0] eff_addr_store;
  reg [1:0]  eff_addr_store_lsb;
  reg [31:0] load_shifted;
  reg [31:0] load_wb_data;
  reg        mem_is_load;
  reg [31:0] mem_addr;
  reg [31:0] mem_store_wdata;
  reg [3:0]  mem_store_wstrb;
  reg [2:0]  mem_funct3;
  reg [1:0]  mem_addr_lsb;
  reg [31:0] mem_load_word;
  integer i;
  function [31:0] signext;
    input [31:0] x;
    input integer bits;
    reg [31:0] mask;
    begin
      mask = 32'h1 << (bits - 1);
      signext = (x ^ mask) - mask;
    end
  endfunction
  always @* begin
    opcode = instr[6:0];
    rd     = instr[11:7];
    funct3 = instr[14:12];
    rs1    = instr[19:15];
    rs2    = instr[24:20];
    funct7 = instr[31:25];
    imm_i = signext({20'b0, instr[31:20]}, 12);
    imm_s = signext({20'b0, instr[31:25], instr[11:7]}, 12);
    imm_b = signext({19'b0, instr[31], instr[7], instr[30:25], instr[11:8], 1'b0}, 13);
    imm_u = {instr[31:12], 12'b0};
    imm_j = signext({11'b0, instr[31], instr[19:12], instr[20], instr[30:21], 1'b0}, 21);
  end
  always @* begin
    rs1_val = (rs1 == 5'd0) ? 32'b0 : regs[rs1];
    rs2_val = (rs2 == 5'd0) ? 32'b0 : regs[rs2];
  end
  always @* begin
    shamt = instr[24:20];
    eff_addr_load = rs1_val + imm_i;
    eff_addr_load_lsb = rs1_val[1:0] + imm_i[1:0];
    eff_addr_store = rs1_val + imm_s;
    eff_addr_store_lsb = rs1_val[1:0] + imm_s[1:0];
    branch_take = 1'b0;
    if (opcode == 7'b1100011) begin
      case (funct3)
        3'b000: branch_take = (rs1_val == rs2_val);  
        3'b001: branch_take = (rs1_val != rs2_val);  
        3'b100: branch_take = ($signed(rs1_val) <  $signed(rs2_val));  
        3'b101: branch_take = ($signed(rs1_val) >= $signed(rs2_val));  
        3'b110: branch_take = (rs1_val <  rs2_val);  
        3'b111: branch_take = (rs1_val >= rs2_val);  
        default: branch_take = 1'b0;
      endcase
    end
    load_shifted = mem_load_word >> (mem_addr_lsb * 8);
    load_wb_data = 32'b0;
    case (mem_funct3)
      3'b000: load_wb_data = signext({24'b0, load_shifted[7:0]}, 8);    
      3'b001: load_wb_data = signext({16'b0, load_shifted[15:0]}, 16);  
      3'b010: load_wb_data = load_shifted;                               
      3'b100: load_wb_data = {24'b0, load_shifted[7:0]};                 
      3'b101: load_wb_data = {16'b0, load_shifted[15:0]};                
      default: load_wb_data = 32'b0;
    endcase
  end
  assign imem_addr = pc;
  always @* begin
    dmem_valid = 1'b0;
    dmem_we    = 1'b0;
    dmem_addr  = 32'b0;
    dmem_wdata = 32'b0;
    dmem_wstrb = 4'b0000;
    if (state == ST_MEM) begin
      dmem_valid = 1'b1;
      dmem_we    = !mem_is_load;
      dmem_addr  = mem_addr;
      dmem_wdata = mem_store_wdata;
      dmem_wstrb = mem_store_wstrb;
    end
  end
  always @(posedge clk or negedge rst_n) begin
    if (!rst_n) begin
      state   <= ST_RESET;
      pc      <= 32'b0;
      instr   <= 32'h00000013;
      pc_plus4 <= 32'b0;
      halted  <= 1'b0;
      wb_en   <= 1'b0;
      wb_rd   <= 5'd0;
      wb_data <= 32'b0;
      mem_is_load <= 1'b1;
      mem_addr <= 32'b0;
      mem_store_wdata <= 32'b0;
      mem_store_wstrb <= 4'b0000;
      mem_funct3 <= 3'b000;
      mem_addr_lsb <= 2'b00;
      mem_load_word <= 32'b0;
      for (i = 0; i < 32; i = i + 1) regs[i] <= 32'b0;
    end else begin
      regs[0] <= 32'b0;
      if (!halted) begin
        wb_en <= 1'b0;
        case (state)
          ST_RESET: begin
            pc <= 32'b0;
            state <= ST_FETCH;
          end
          ST_FETCH: begin
            instr <= imem_rdata;
            pc_plus4 <= pc + 32'd4;
            state <= ST_DECODE;
          end
          ST_DECODE: begin
            state <= ST_EXEC;
          end
          ST_EXEC: begin
            wb_rd <= rd;
            case (opcode)
              7'b0110111: begin  
                wb_en   <= (rd != 5'd0);
                wb_data <= imm_u;
                state   <= ST_WB;
              end
              7'b0010111: begin  
                wb_en   <= (rd != 5'd0);
                wb_data <= pc + imm_u;
                state   <= ST_WB;
              end
              7'b1101111: begin  
                if (rd != 5'd0) regs[rd] <= pc_plus4;
                pc <= pc + imm_j;
                state <= ST_FETCH;
              end
              7'b1100111: begin  
                if (rd != 5'd0) regs[rd] <= pc_plus4;
                pc <= (rs1_val + imm_i) & 32'hFFFF_FFFE;
                state <= ST_FETCH;
              end
              7'b1100011: begin  
                pc <= branch_take ? (pc + imm_b) : pc_plus4;
                state <= ST_FETCH;
              end
              7'b0000011: begin  
                mem_is_load <= 1'b1;
                mem_addr  <= eff_addr_load;
                mem_store_wstrb <= 4'b0000;
                mem_funct3 <= funct3;
                mem_addr_lsb <= eff_addr_load_lsb;
                state <= ST_MEM;
              end
              7'b0100011: begin  
                mem_is_load <= 1'b0;
                mem_addr  <= eff_addr_store;
                mem_store_wdata <= rs2_val;
                case (funct3)
                  3'b000: mem_store_wstrb <= (4'b0001 << eff_addr_store_lsb);  
                  3'b001: mem_store_wstrb <= eff_addr_store_lsb[1] ? 4'b1100 : 4'b0011;  
                  3'b010: mem_store_wstrb <= 4'b1111;  
                  default: mem_store_wstrb <= 4'b0000;
                endcase
                state <= ST_MEM;
              end
              7'b0010011: begin  
                case (funct3)
                  3'b000: alu_res = rs1_val + imm_i;  
                  3'b010: alu_res = ($signed(rs1_val) < $signed(imm_i)) ? 32'd1 : 32'd0;  
                  3'b011: alu_res = (rs1_val < imm_i) ? 32'd1 : 32'd0;  
                  3'b100: alu_res = rs1_val ^ imm_i;  
                  3'b110: alu_res = rs1_val | imm_i;  
                  3'b111: alu_res = rs1_val & imm_i;  
                  3'b001: alu_res = rs1_val << shamt;  
                  3'b101: begin
                    if (funct7 == 7'b0100000) alu_res = $signed(rs1_val) >>> shamt;  
                    else                      alu_res = rs1_val >> shamt;           
                  end
                  default: alu_res = 32'b0;
                endcase
                wb_en   <= (rd != 5'd0);
                wb_data <= alu_res;
                state   <= ST_WB;
              end
              7'b0110011: begin  
                case (funct3)
                  3'b000: alu_res = (funct7 == 7'b0100000) ? (rs1_val - rs2_val) : (rs1_val + rs2_val);  
                  3'b001: alu_res = rs1_val << rs2_val[4:0];  
                  3'b010: alu_res = ($signed(rs1_val) < $signed(rs2_val)) ? 32'd1 : 32'd0;  
                  3'b011: alu_res = (rs1_val < rs2_val) ? 32'd1 : 32'd0;  
                  3'b100: alu_res = rs1_val ^ rs2_val;  
                  3'b101: alu_res = (funct7 == 7'b0100000) ? ($signed(rs1_val) >>> rs2_val[4:0]) : (rs1_val >> rs2_val[4:0]);  
                  3'b110: alu_res = rs1_val | rs2_val;  
                  3'b111: alu_res = rs1_val & rs2_val;  
                  default: alu_res = 32'b0;
                endcase
                wb_en   <= (rd != 5'd0);
                wb_data <= alu_res;
                state   <= ST_WB;
              end
              7'b1110011: begin
                halted <= 1'b1;
                state  <= ST_FETCH;
              end
              default: begin
                halted <= 1'b1;
                state  <= ST_FETCH;
              end
            endcase
          end
          ST_MEM: begin
            if (mem_is_load) begin
              mem_load_word <= dmem_rdata;
              state <= ST_WB;
            end else begin
              pc <= pc_plus4;
              state <= ST_FETCH;
            end
          end
          ST_WB: begin
            if (opcode == 7'b0000011) begin
              if (wb_rd != 5'd0) regs[wb_rd] <= load_wb_data;
            end else if (wb_en && (wb_rd != 5'd0)) begin
              regs[wb_rd] <= wb_data;
            end
            pc <= pc_plus4;
            state <= ST_FETCH;
          end
          default: begin
            state <= ST_FETCH;
          end
        endcase
      end
    end
  end
endmodule
### /design/flow/run.sh
#!/bin/bash
# OpenROAD 26Q1-2900-gdf79404cd8, Yosys 0.63+post, stock flow scripts
make -C /OpenROAD-flow-scripts/flow DESIGN_CONFIG=/design/flow/config.mk WORK_HOME=/design/flow/orfs finish
==> flow_metrics.py <==
# Flow results
metrics = {
    "outcome": {
        "status": "completed",
    },
    "clock_network": {
        "worstSkewPairLatency_ns": 0.90,
        "cts_hold_buffers": 0,
        "htreeDepth": 4,
        "clock_path_buffers": 4,
        "clock_sinks": 1239,
        "cts.reportedPaths.clkPinSlew_ns": 0.06,
        "cts_tree": "yes",
        "ctsResizeCount": 0,
        "cts_root_buffer": "clkbuf_16",
        "postCtsSetupRepairBufs": 0,
        "numCtsBuffers": 155,
    },
    "place": {
        "hpwl_microns": 353000,
        "port-buffer-count": 168,
        "place_area_sq_um": 89600,
        "routabilityCongestion": 1.11,
        "dp_cells": 13400,
    },
    "routing": {
        "dr.first_iter.drc_count": 10900,
        "top_layer_used": "met5",
        "routedWlPerCell_microns": 36.9,
        "vias_per_cell": 6.48,
        "wl_met2_microns": 204000,
        "vias": 88900,
        "ant_nets": 0,
        "drc_errors": 0,
        "routed-wl-met3_microns": 68700,
        "wirelength_microns": 507000,
        "firstDrtPassIters": 10,
        "wl_met1_microns": 185000,
    },
    "synthesis": {
        "synth_top_cell_by_area": "dfrtp_1",
        "synthDistinctLibCells": 107,
        "topCombFamilyByArea": "AND-OR/OR-AND gates",
        "syn_area_per_cell_sq_um": 8.17,
        "yosysWarnings": 2,
        "numSynthFlops": 1239,
        "ys_cells": 10100,
        "ys_sh_aoi": 0.273,
        "synth.area.top_cells": "dfrtp_1 37%, o21ai_0 8.5%, nand2_1 7.0%, ha_1 4.0%, a22oi_1 3.3%",
        "mux_share": 0.0340,
        "synthAdderAreaFrac": 0.0414,
        "synth-edff-count": 0,
        "synthCells": 10100,
        "async_flop_share": 1.00,
        "syn-cell-area_sq_um": 82500,
        "yosys.stat.seqShare": 0.376,
        "ys_sh_simple": 0.205,
        "ys_chip_area_sq_um": 82500,
        "synthDominantCellAreaShare": 0.374,
        "xor_share": 0.0197,
        "ys.flop_type": "dfrtp_1",
    },
    "worst_setup_path": {
        "slowest_delay_ns": 1.03,
        "required_ns": 16.11,
        "critPathCaptureType": "flop",
        "rr_worst_depth": 25,
        "reg2reg_to": "pc[19]$_DFFE_PN0P_",
        "critPathMaxFanout": 47,
        "worstSetupPathType": "flop to flop",
        "timing.rr.start": "instr[22]$_DFFE_PN0P_",
        "cp_common_cell": "nand2_1",
        "arrival_ns": 10.54,
        "slowest_stage": "a211oi_1",
        "start_kind": "flop",
        "worst-r2r-setup-slack_ns": 5.57,
    },
    "worst_hold_path": {
        "hp-class": "flop to flop",
        "holdPathStages": 2,
        "hold_start": "mem_addr[26]$_DFFE_PN0P_",
        "holdPathEnd": "mem_addr[26]$_DFFE_PN0P_",
    },
    "power_and_ir_drop": {
        "irDropWorstVdd_uv": 97.0,
        "clkPwrFrac": 0.474,
        "p_sw_w": 0.00224,
        "p_leak_nw": 40.1,
        "p_int_w": 0.00567,
        "switching_share": 0.283,
        "power_frac_comb": 0.111,
        "seq_power_share": 0.415,
        "power_density_nw_per_um2": 83.4,
    },
    "layout": {
        "syn_to_final_growth_pct": 15.0,
        "register_area_sq_um": 31000,
        "drive_above_1_share": 0.108,
        "finish.utilization": 0.347,
        "comb_area_sq_um": 48400,
        "final_cell_mix": "1,532 x nand2_1, 1,402 x o21ai_0, 1,220 x dfrtp_1",
        "n_fill_cell": 28200,
        "layoutNonFillerInstCount": 13700,
        "final_area_sq_um": 94800,
        "layout_top_cell": "nand2_1",
    },
    "final_timing": {
        "worst_pin_slew_ns": 1.22,
        "period_needed_ns": 9.83,
        "fmax_mhz": 102,
        "whs_ns": 0.471,
        "max_slew_margin": 0.184,
        "slew_viol_final": 0,
        "setup_viol": 0,
        "finalClockSkew_ns": 0.123,
        "layout_worst_path_cycle_share": 0.638,
        "finalSetupTns_ns": 0,
        "rsz0062_at_grt": "false",
        "final_hold_viol_count": 0,
    },
    "global_route": {
        "grt_overflow": 0,
        "grt_pass1_vias": 84100,
        "antenna_found_initial": 42,
        "grt_pass1_wl_microns": 695000,
        "grt_max_degree": 112,
        "grt.total_usage": 0.369,
    },
    "run": {
        "drv_cap": 0,
        "warnings": 169,
    },
    "die": {
        "rows": 192,
        "ios": 169,
        "dieWidth_microns": 526,
        "core_region_area_sq_um": 274000,
        "dieHeight_microns": 526,
        "chipArea_sq_um": 277000,
        "initCoreUtil": 0.302,
    },
}
## kinds of logic (layout without fill, tap and decap cells)
logic type	Yosys count	after routing
xor+xnor	186	186
simple gates	3561	3561
other cells	0	49
compound gates	3526	3526
fa+ha+maj	269	269
buf+inv	1062	1062
flops	1239	1239
mux	254	254
## stage by stage
step,setup slack (ns),total power [W]
after floorplan,9.12,0.00371
after global routing,5.52,0.00805
after CTS,6.16,0.00787
after detailed placement,6.18,0.00417
final,5.57,0.00791
after global placement,6.23,0.00417
## synthesized netlist by cell type, drive strengths merged, types with 88 or more instances
library cell / n
a2111oi: 119
a211oi: 93
a21oi: 489
a221oi: 118
a22o: 88
a22oi: 364
and2: 103
and3: 421
buf: 173
clkbuf: 719
dfrtp: 1234
ha: 262
inv: 167
mux2: 138
mux2i: 109
nand2: 1534
nand3: 396
nand4: 146
nor2: 446
nor3: 163
o21ai: 1485
xnor2: 127
## power by group through the flow
stage	logic [W]	registers [W]	clock network, W
CTS	0.000827	0.00328	0.00376
global route	0.000887	0.00328	0.00388
finish	0.000874	0.00328	0.00375
## worst max path at each step
stage	end	startpoint	depth (start not counted)	slack, ns
after CTS	pc[19]$_DFFE_PN0P_	instr[22]$_DFFE_PN0P_	25	6.16
after global routing	pc[20]$_DFFE_PN0P_	instr[22]$_DFFE_PN0P_	24	5.52
final	pc[19]$_DFFE_PN0P_	instr[22]$_DFFE_PN0P_	25	5.57
## registers in the layout, summed over array words and instances, names as in the netlist, 2 cells and up, named ones only
| signal | flops |
|---|---|
| instr | 32 |
| wb_rd | 5 |
| wb_data | 32 |
| pc_plus4 | 32 |
| mem_addr_lsb | 2 |
| mem_load_word | 32 |
| mem_store_wstrb | 4 |
| mem_addr | 32 |
| pc | 32 |
| regs | 992 |
| mem_funct3 | 3 |
| state | 4 |
| mem_store_wdata | 32 |
## worst max-delay path, delay by kind of cell, from the launching register on
kind | cells | cell delay (ns)
flops | 1 | 0.75
compound gates | 12 | 3.30
simple gates | 9 | 3.71
fa+ha+maj | 1 | 0.50
buf+inv | 3 | 1.38
## layout make-up
type                       instances  area share
inverter                         170     0.00673
timing repair buffer             621      0.0541
antenna                           49     0.00129
clock inverter                    49     0.00598
multi-input combinational       7796       0.510
tap                             3589      0.0474
sequential                      1239       0.327
clock buffer                     222      0.0474
## routing by layer
layer | vias up | global-route usage
met5 | - | 0.00502
met4 | 16 | 0.275
li1 | 37000 | -
met3 | 2200 | 0.166
met2 | 6855 | 0.501
met1 | 42900 | 0.461
Power and IR drop assume default switching activity.
